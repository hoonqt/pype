[./config.mk]
export PLATFORM = sky130hd
export DESIGN_NAME = tilesort_2
export DESIGN_NICKNAME = tilesort_2
export VERILOG_FILES = /design/flow/design.v
export SDC_FILE = /design/flow/constraint.sdc
export NUM_CORES = 4
export LEC_CHECK = 1
export CORE_UTILIZATION = 50
export SYNTH_MEMORY_MAX_BITS = 65536
[./constraint.sdc]
current_design tilesort_2

set clk_period 8.6
set clk_io_pct 0.2

create_clock -name clk0 -period $clk_period [get_ports {clk}]

set non_clock_inputs [all_inputs -no_clocks]
set_input_delay [expr $clk_period * $clk_io_pct] -clock clk0 $non_clock_inputs
set_output_delay [expr $clk_period * $clk_io_pct] -clock clk0 [all_outputs]
[./design.v]
module bram_15 (
    input wire clk,   
    input wire[5:0] address,   
    output reg [50:0] outdata
  );
  (* rom_style = "block" *)
  reg [5:0] address_reg;
  always @* begin
    case (address_reg)
        0: outdata = 51'b000000000000000000000000010000000000000000000000000;
        1: outdata = 51'b000000000000000000000001111100000000000000000000000;
        2: outdata = 51'b000000000000000000000111111111000000000000000000000;
        3: outdata = 51'b000000000000000000001111111111100000000000000000000;
        4: outdata = 51'b000000000000000000111111111111111000000000000000000;
        5: outdata = 51'b000000000000000011111111111111111110000000000000000;
        6: outdata = 51'b000000000000001111111111111111111111100000000000000;
        7: outdata = 51'b000000000000011111111111111111111111110000000000000;
        8: outdata = 51'b000000000001111111111111111111111111111100000000000;
        9: outdata = 51'b000000000111111111111111111111111111111111000000000;
        10: outdata = 51'b000000001111111111111111111111111111111111100000000;
        11: outdata = 51'b000000111111111111111111111111111111111111111000000;
        12: outdata = 51'b000011111111111111111111111111111111111111111110000;
        13: outdata = 51'b000111111111111111111111111111111111111111111111000;
        14: outdata = 51'b011111111111111111111111111111111111111111111111110;
        15: outdata = 51'b111111111111111111111111111111111111111111111111111;
        16: outdata = 51'b111111111111111111111111111111111111111111111111111;
        17: outdata = 51'b111111111111111111111111111111111111111111111111111;
        18: outdata = 51'b111111111111111111111111111111111111111111111111111;
        19: outdata = 51'b111111111111111111111111111111111111111111111111111;
        20: outdata = 51'b111111111111111111111111111111111111111111111111111;
        21: outdata = 51'b111111111111111111111111111111111111111111111111111;
        22: outdata = 51'b111111111111111111111111111111111111111111111111111;
        23: outdata = 51'b000000000000000000000000000000000000000000000000000;
        24: outdata = 51'b000000000000000000000000000000000000000000000000000;
        25: outdata = 51'b000000000000000000000000000000000000000000000000000;
        26: outdata = 51'b000000000000000000000000000000000000000000000000000;
        27: outdata = 51'b000000000000000000000000000000000000000000000000000;
        28: outdata = 51'b000000000000000000000000000000000000000000000000000;
        29: outdata = 51'b000000000000000000000000000000000000000000000000000;
        30: outdata = 51'b000000000000000000000000000000000000000000000000000;
        31: outdata = 51'b000000000000000000000000000000000000000000000000000;
        32: outdata = 51'b000000000000000000000000000000000000000000000000000;
        33: outdata = 51'b000000000000000000000000000000000000000000000000000;
        34: outdata = 51'b000000000000000000000000000000000000000000000000000;
        35: outdata = 51'b000000000000000000000000000000000000000000000000000;
        36: outdata = 51'b000000000000000000000000000000000000000000000000000;
        37: outdata = 51'b111111111111111111111111111111111111111111111111111;
        38: outdata = 51'b111111111111111111111111111111111111111111111111111;
        39: outdata = 51'b111111111111111111111111111111111111111111111111111;
        40: outdata = 51'b111111111111111111111111111111111111111111111111111;
        41: outdata = 51'b111111111111111111111111111111111111111111111111111;
        42: outdata = 51'b111111111111111111111111111111111111111111111111111;
        43: outdata = 51'b111111111111111111111111111111111111111111111111111;
        44: outdata = 51'b111111111111111111111111111111111111111111111111111;
        45: outdata = 51'b011111111111111111111111111111111111111111111111110;
        46: outdata = 51'b000111111111111111111111111111111111111111111111000;
        47: outdata = 51'b000011111111111111111111111111111111111111111110000;
        48: outdata = 51'b000000111111111111111111111111111111111111111000000;
        49: outdata = 51'b000000001111111111111111111111111111111111100000000;
        50: outdata = 51'b000000000111111111111111111111111111111111000000000;
        51: outdata = 51'b000000000001111111111111111111111111111100000000000;
        52: outdata = 51'b000000000000011111111111111111111111110000000000000;
        53: outdata = 51'b000000000000001111111111111111111111100000000000000;
        54: outdata = 51'b000000000000000011111111111111111110000000000000000;
        55: outdata = 51'b000000000000000000111111111111111000000000000000000;
        56: outdata = 51'b000000000000000000001111111111100000000000000000000;
        57: outdata = 51'b000000000000000000000111111111000000000000000000000;
        58: outdata = 51'b000000000000000000000001111100000000000000000000000;
        59: outdata = 51'b000000000000000000000000010000000000000000000000000;
        default: outdata = 0;
    endcase
  end
  always @(posedge clk) begin
    address_reg <= address;
  end
endmodule
module tiledraw_4 (
    input clk,
    input [9:0] horizontaloffset,
    input [6:0] verticaloffset,
    input [2:0] shape,
    input [2:0] orientation,
    output reg yellow
  );
  wire [1-1:0] M_hvsync_vga_h_sync;
  wire [1-1:0] M_hvsync_vga_v_sync;
  wire [1-1:0] M_hvsync_inDisplayArea;
  wire [11-1:0] M_hvsync_CounterX;
  wire [9-1:0] M_hvsync_CounterY;
  hvsync_generator_1 hvsync (
    .clk(clk),
    .vga_h_sync(M_hvsync_vga_h_sync),
    .vga_v_sync(M_hvsync_vga_v_sync),
    .inDisplayArea(M_hvsync_inDisplayArea),
    .CounterX(M_hvsync_CounterX),
    .CounterY(M_hvsync_CounterY)
  );
  wire [51-1:0] M_bram_outdata;
  reg [6-1:0] M_bram_address;
  bram_15 bram (
    .clk(clk),
    .address(M_bram_address),
    .outdata(M_bram_outdata)
  );
  reg [10:0] counterh;
  reg [8:0] counterv;
  reg [50:0] fullcounter;
  always @* begin
    counterh = M_hvsync_CounterX;
    counterv = M_hvsync_CounterY;
    if (((counterh >= 9'h177 + horizontaloffset & counterh <= 9'h1dd + horizontaloffset)) & ((counterv >= 7'h78 + verticaloffset) & (counterv <= 8'hb4 + verticaloffset))) begin
      M_bram_address = counterv - verticaloffset - 7'h78;
      fullcounter = M_bram_outdata;
      yellow = fullcounter[(6'h33 - ((counterh - 9'h177 - horizontaloffset) / 2'h2))*1+0-:1];
    end else begin
      M_bram_address = 10'h3e7;
      yellow = 1'h0;
    end
  end
endmodule
module tilesort_2 (
    input clk,
    output reg tile1,
    output reg tile2,
    output reg tile3,
    output reg tile4,
    output reg tile5
  );
  wire [1-1:0] M_tilea_yellow;
  reg [10-1:0] M_tilea_horizontaloffset;
  reg [7-1:0] M_tilea_verticaloffset;
  reg [3-1:0] M_tilea_shape;
  reg [3-1:0] M_tilea_orientation;
  tiledraw_4 tilea (
    .clk(clk),
    .horizontaloffset(M_tilea_horizontaloffset),
    .verticaloffset(M_tilea_verticaloffset),
    .shape(M_tilea_shape),
    .orientation(M_tilea_orientation),
    .yellow(M_tilea_yellow)
  );
  wire [1-1:0] M_tileb_yellow;
  reg [10-1:0] M_tileb_horizontaloffset;
  reg [7-1:0] M_tileb_verticaloffset;
  reg [3-1:0] M_tileb_shape;
  reg [3-1:0] M_tileb_orientation;
  tiledraw_4 tileb (
    .clk(clk),
    .horizontaloffset(M_tileb_horizontaloffset),
    .verticaloffset(M_tileb_verticaloffset),
    .shape(M_tileb_shape),
    .orientation(M_tileb_orientation),
    .yellow(M_tileb_yellow)
  );
  wire [1-1:0] M_tilec_yellow;
  reg [10-1:0] M_tilec_horizontaloffset;
  reg [7-1:0] M_tilec_verticaloffset;
  reg [3-1:0] M_tilec_shape;
  reg [3-1:0] M_tilec_orientation;
  tiledraw_4 tilec (
    .clk(clk),
    .horizontaloffset(M_tilec_horizontaloffset),
    .verticaloffset(M_tilec_verticaloffset),
    .shape(M_tilec_shape),
    .orientation(M_tilec_orientation),
    .yellow(M_tilec_yellow)
  );
  wire [1-1:0] M_tiled_yellow;
  reg [10-1:0] M_tiled_horizontaloffset;
  reg [7-1:0] M_tiled_verticaloffset;
  reg [3-1:0] M_tiled_shape;
  reg [3-1:0] M_tiled_orientation;
  tiledraw_4 tiled (
    .clk(clk),
    .horizontaloffset(M_tiled_horizontaloffset),
    .verticaloffset(M_tiled_verticaloffset),
    .shape(M_tiled_shape),
    .orientation(M_tiled_orientation),
    .yellow(M_tiled_yellow)
  );
  wire [1-1:0] M_tilee_yellow;
  reg [10-1:0] M_tilee_horizontaloffset;
  reg [7-1:0] M_tilee_verticaloffset;
  reg [3-1:0] M_tilee_shape;
  reg [3-1:0] M_tilee_orientation;
  tiledraw_4 tilee (
    .clk(clk),
    .horizontaloffset(M_tilee_horizontaloffset),
    .verticaloffset(M_tilee_verticaloffset),
    .shape(M_tilee_shape),
    .orientation(M_tilee_orientation),
    .yellow(M_tilee_yellow)
  );
  always @* begin
    M_tilea_horizontaloffset = 1'h0;
    M_tilea_verticaloffset = 1'h0;
    M_tilea_shape = 1'h0;
    M_tilea_orientation = 1'h0;
    tile1 = M_tilea_yellow;
    M_tileb_horizontaloffset = 7'h78;
    M_tileb_verticaloffset = 1'h0;
    M_tileb_shape = 1'h0;
    M_tileb_orientation = 1'h0;
    tile2 = M_tileb_yellow;
    M_tilec_horizontaloffset = 8'hf0;
    M_tilec_verticaloffset = 1'h0;
    M_tilec_shape = 1'h0;
    M_tilec_orientation = 1'h0;
    tile3 = M_tilec_yellow;
    M_tiled_horizontaloffset = 9'h168;
    M_tiled_verticaloffset = 1'h0;
    M_tiled_shape = 1'h0;
    M_tiled_orientation = 1'h0;
    tile4 = M_tiled_yellow;
    M_tilee_horizontaloffset = 9'h1e0;
    M_tilee_verticaloffset = 1'h0;
    M_tilee_shape = 1'h0;
    M_tilee_orientation = 1'h0;
    tile5 = M_tilee_yellow;
  end
endmodule
module hvsync_generator_1(clk, vga_h_sync, vga_v_sync, inDisplayArea, CounterX, CounterY);
input clk;
output vga_h_sync, vga_v_sync;
output inDisplayArea;
output [10:0] CounterX;
output [8:0] CounterY;
reg [10:0] CounterX;
reg [8:0] CounterY;
wire CounterXmaxed = (CounterX==11'h5FF);  
always @(posedge clk)  
if(CounterXmaxed)
	CounterX <= 0;
else
	CounterX <= CounterX + 1;
always @(posedge clk)  
if(CounterXmaxed) CounterY <= CounterY + 1;
reg	vga_HS, vga_VS;
always @(posedge clk)
begin
	vga_HS <= (CounterX[10:5]==6'h00);  
	vga_VS <= (CounterY==500);  
end
reg inDisplayArea;
always @(posedge clk)
if(inDisplayArea==0)
	inDisplayArea <= (CounterXmaxed) && (CounterY<480);
else
	inDisplayArea <= !(CounterX==1278);
assign vga_h_sync = ~vga_HS;
assign vga_v_sync = ~vga_VS;
endmodule
[./run.sh]
#!/bin/bash
# OpenROAD 26Q1-2900-gdf79404cd8, Yosys 0.63+post, stock flow scripts
make -C /OpenROAD-flow-scripts/flow DESIGN_CONFIG=/design/flow/config.mk WORK_HOME=/design/flow/orfs finish
==> reports/metrics.cfg <==
[grt]
grt_first_pass_wirelength_mm = 44.9
grtUsageMet2_pct = 30.5
grt_start_max_net_pins = 28
busiest_layer = met1
met1_usage_pct = 35.1
grtUsageTotal_pct = 20.8
antenna_found_initial = 0
overflow = 0
grt_use_met3_pct = 2.48
grt_pass1_vias = 9288

[layout]
layout.cells.non_filler = 1886
drive_above_1_share_pct = 7.13
area_growth_pct = 4.94

[setup_path]
r2r_start = tilec.hvsync.CounterY[3]
start_kind = register
endpoint_kind = output pin
crit_required_ps = 6880
r2r-end = tilec.M_bram_outdata[27]
arrival_ps = 3990
setup.worst_path.start = tiled.hvsync.CounterX[0]
cp_max_fo = 7
r2r.worst_path.cells = 9
crit_type = register to output pin
r2r_setup_slack_ps = 5420

[route]
drt_iter0_markers = 787
avgViaCountPerCell = 5.65
drc = 0
dr.pass1.iters = 6
diodes = 0
wirelength_mm = 26.4
antenna_left = 0
via_count = 10700
wire_per_inst_um = 14.0

[min_path]
hp-start = tilea.hvsync.CounterX[10]
hold_path_depth = 2
min_to = tilea.hvsync.CounterX[10]
worstHoldPathType = register to register

[synth]
synthCells = 1623
synth.distinct_cells = 97
async_reset_ff_share_pct = 0
yosys_warnings = 4
yosys_area_um2 = 13000
seq_area_frac_synth_pct = 31.1
syn_area_um2 = 13000
enable_flop_cells = 45
ys_ff = 180
ys_dominant_reg_cell = dfxtp_1
synth.avg_cell_area_um2 = 8.02
ys_cells = 1623

[final_timing]
rsz0062_at_grt = no
fin_skew_ps = 17.2
fmax_mhz = 175
max-slew-margin-rel_pct = 45.2
period_used_pct = 66.4
fin_tns_setup_ps = 0
hold_viol = 0
tightest_slew_ps = 823
layout_min_cycle_time_ps = 5710
maxSlewViolCount = 0
setup_viol = 0

[run]
drv_cap = 0
warning_count = 44

[cts]
postCtsSetupBuffers = 0
htreeDepth = 4
cts.sinks = 180
hold_buffers = 0
path_clk_slew_ps = 70
clockRootBuffer = clkbuf_16
cts_buffers = 17
cts_tree = yes
clock_latency_ps = 430
cts_resized = 0
clock_path_buffers = 2

[place]
dp_hpwl_mm = 18.7
gp_congestion = 0.901
dp_cells = 1854
io_buffers = 5

[pwr]
peakVddDrop_uv = 127
power_density_nw_per_um2 = 120
leakagePower_nw = 4.15

[die]
die_h_um = 163
initCoreUtil_pct = 51.4
die_area_um2 = 26700
io_pins = 6
fp-row-count = 58
core-area_um2 = 25300
die_w_um = 163

[run_status]
status = finished, final reports clean

-- flip-flops by register name, summed over array words and instances (netlist names) --
signal                 count
tilea.M_bram_outdata      16
tilea.hvsync.CounterX     11
tilea.hvsync.CounterY      9
tileb.M_bram_outdata      16
tileb.hvsync.CounterX     11
tileb.hvsync.CounterY      9
tilec.M_bram_outdata      16
tilec.hvsync.CounterX     11
tilec.hvsync.CounterY      9
tiled.M_bram_outdata      16
tiled.hvsync.CounterX     11
tiled.hvsync.CounterY      9
tilee.M_bram_outdata      16
tilee.hvsync.CounterX     11
tilee.hvsync.CounterY      9
-- through the flow --
stage                     area (um^2)  setup WS [ps]  power (W)  utilization [%]  hold WS, ps
final                           13700           2890    0.00164             53.9          491
after global routing            13700           2560    0.00170             53.9          518
after CTS                       13700           2850    0.00166             53.9          500
after detailed placement        13100           3340   0.000881             51.6          483
after global placement          13100           3410   0.000881             51.6          473
after floorplan                 13000           4240   0.000881                -          451
-- cells in the final DEF (no fill, tap or decap), drive strengths merged, types with 13 or more instances in the layout --
master,count
nand2,207
inv,56
a31oi,15
mux4,13
o21ai,122
o22ai,17
and3,13
nor2b,17
buf,14
a211oi,13
dfxtp,135
xor2,41
nand4,17
o211ai,29
nor3b,13
nor3,32
xnor2,94
clkbuf,23
nand3,62
ha,41
nor2,173
edfxtp,45
a21oi,120
mux2i,36
-- worst max path at each step --
stage	endpoint
4_1_cts	tile4
5_1_grt	tile4
6_report	tile4
-- final cells by class --
class / count / area (um^2)
clock buffers: 23 / 522
fillers: 2331 / 11700
multi-input cells: 1268 / 8220
flip-flops and latches: 180 / 4050
clock inverters: 9 / 80.1
well taps: 330 / 413
inverters: 57 / 220
repair buffers: 19 / 155
-- kinds of logic after synthesis --
kind of cell / after synthesis / synth area share [%]
adder cells (fa/ha/maj): 42 / 4.02
buffers and inverters: 175 / 5.85
multiplexers: 59 / 5.94
flip-flops: 180 / 31.1
XOR/XNOR: 136 / 10.3
AND-OR/OR-AND: 435 / 21.3
AND/OR/NAND/NOR: 596 / 21.4
-- power breakdown --
part	internal [W]	total (W)	switching (W)	leakage, nW
clock network	0.000437	0.000774	0.000337	0.292
registers	0.000862	0.000862	0	1.61
logic	0	0.00000000225	0	2.25
total	0.00130	0.00164	0.000337	4.15
-- critical path: stages, from the launching register on --
cell and delay, ps:
dfxtp_1 480, ha_1 450, a21o_1 240, xnor2_1 100, ha_1 240, xnor2_1 140, xnor2_1 360, xor2_1 200
or4_1 510, a21oi_1 160, o22ai_1 80, a21boi_1 140, clkdlybuf4s50_1 470
-- cell usage after synthesis, types with 12 or more instances --
library cell    n  area share (%)
nand2_1       207             6.0
nor2_1        173             5.0
dfxtp_1       135              21
a21oi_1       117             4.5
o21ai_0       113             4.3
xnor2_1        85             5.7
clkbuf_1       82             2.4
nand3_1        60             2.3
inv_1          46             1.3
edfxtp_1       45              10
ha_1           41             3.9
xor2_1         40             2.7
mux2i_1        36             2.8
nor3_1         29             1.1
o211ai_1       29             1.7
buf_2          20            0.77
nand4_1        17            0.82
nor2b_1        17            0.82
o22ai_1        17            0.82
a31oi_1        15            0.72
a211oi_1       13            0.75
nand2b_1       12            0.58
nor3b_1        12            0.69
-- layer usage --
metal | vias to the layer above | part of all wire, %
li1 | 5623 | -
met1 | 4892 | 53
met2 | 137 | 43
met3 | 11 | 2.7
met4 | 0 | 0.66
met5 | - | 0
Power is estimated from default activity; no workload was simulated.
